File: flow/design.v
`timescale 1ns/10ps
module alu (A, B, cntrl, result, negative, zero, overflow, carry_out);
	input logic		[63:0]	A, B;
	input  logic		[2:0]		cntrl;
	output logic		[63:0]	result;
	output  logic					negative, zero, overflow, carry_out;
	logic [63:0] c_connections;
	logic [63:0] alu_result;
	alu_ith alu_0th(.A_ith(A[0]), .B_ith(B[0]), .c_in_ith(cntrl[0]), .c_out_ith(c_connections[0]), .cntrl, .result_ith(alu_result[0]));
	genvar i;
		generate
			for(i=1; i<64; i++) begin: each_alu_ith
				alu_ith eachalu_ith (.A_ith(A[i]), .B_ith(B[i]), .c_in_ith(c_connections[i-1]), .c_out_ith(c_connections[i]), .cntrl, .result_ith(alu_result[i]));
		end
	endgenerate
	assign result = alu_result;
	assign carry_out = c_connections[63];
	assign negative = alu_result[63];
	xor #0.05 gxo1 (overflow, c_connections[63], c_connections[62]);
	nor_64bit zeroflag (.in(alu_result), .out(zero));
endmodule
`timescale 1ns/10ps
module alu_ith (A_ith, B_ith, c_in_ith, c_out_ith, cntrl, result_ith);
	input logic A_ith, B_ith, c_in_ith;
	input logic [2:0] cntrl;
	output logic result_ith, c_out_ith;
	logic result_adder;  
	logic B_ith_not, B_ith_2_adder;
	not #0.05 (B_ith_not, B_ith);
	mux2_1 mux2 (.out(B_ith_2_adder), .i0(B_ith), .i1(B_ith_not), .sel(cntrl[0]));
	fullAdder adder (.a(A_ith), .b(B_ith_2_adder), .c_in(c_in_ith), .sum(result_adder), .c_out(c_out_ith));
	logic result_and;
	and #0.05 ga0 (result_and, A_ith, B_ith);
	logic result_or;
	or #0.05 go0 (result_or, A_ith, B_ith);
	logic result_xor;
	xor #0.05 gxo0 (result_xor, A_ith, B_ith);
	mux8_1 mux8 (.out(result_ith), .in_signal({1'b0,result_xor,result_or,result_and,result_adder,result_adder,1'b0,B_ith}), .selection(cntrl));
endmodule
module alu_ith_testbench();
	logic A_ith, B_ith, c_in_ith;
	logic [2:0] cntrl;
	logic result_ith, c_out_ith;
	alu_ith dut (.*);
	integer i;   
	initial begin
	A_ith = 1'b1; B_ith = 1'b0; c_in_ith = 1'b0;
	for(i=0; i<8; i++) begin
		cntrl = i; #10;
	end
	A_ith = 1'b1; B_ith = 1'b1; c_in_ith = 1'b0;
	for(i=0; i<8; i++) begin
		cntrl = i; #10;
	end
	A_ith = 1'b1; B_ith = 1'b1; c_in_ith = 1'b1;
	for(i=0; i<8; i++) begin
		cntrl = i; #10;
	end
	end
endmodule
`timescale 1ns/10ps
module fullAdder (a, b, c_in, sum, c_out);
	input a, b, c_in;
	output sum, c_out;
	logic v0, v1, v2;
	xor #0.05 gx0 (sum, c_in, a, b);
	and #0.05 ga1 (v0, a, b);
	and #0.05 ga2 (v1, a, c_in);
	and #0.05 ga3 (v2, b, c_in);
	or  #0.05 go4 (c_out, v0, v1, v2);
endmodule 
module fullAdder_testbench();     
	logic  a, b, c_in;
	logic sum, c_out;  
	fullAdder dut (.a, .b, .c_in, .sum, .c_out);     
	integer i;   
	initial begin 
	for(i=0; i<8; i++) begin 
	{a,b,c_in} = i; #10;  
	end    
	end    
endmodule
`timescale 1ns/10ps
module mux2_1(out, i0, i1, sel);     
	output logic out;  
	input  logic i0, i1, sel;      
	logic v1, v2, nsel;
	and #0.05 ga1 (v1, i1, sel);
	not #0.05 gn1 (nsel, sel);
	and #0.05 ga2 (v2, i0, nsel);
	or	 #0.05 g01 (out, v1, v2);
endmodule    
module mux2_1_testbench();     
	logic i0, i1, sel;  
	logic out;   
	mux2_1 dut (.out, .i0, .i1, .sel);   
	initial begin 
	sel=0; i0=0; i1=0; #10;  
	sel=0; i0=0; i1=1; #10;  
	sel=0; i0=1; i1=0; #10;  
	sel=0; i0=1; i1=1; #10;  
	sel=1; i0=0; i1=0; #10;  
	sel=1; i0=0; i1=1; #10;  
	sel=1; i0=1; i1=0; #10;  
	sel=1; i0=1; i1=1; #10;  
	end    
endmodule 
`timescale 1ns/10ps
module mux4_1(out, in_signal, selection);    
	output logic out;  
	input  logic [3:0] in_signal;
	input logic [1:0] selection;     
	logic  v0, v1;     
	mux2_1 m0(.out(v0),  .i0(in_signal[0]), .i1(in_signal[1]), .sel(selection[0]));  
	mux2_1 m1(.out(v1),  .i0(in_signal[2]), .i1(in_signal[3]), .sel(selection[0]));  
	mux2_1 m (.out(out), .i0(v0),  .i1(v1),  .sel(selection[1]));  
endmodule
module mux4_1_testbench();     
	logic  [3:0] in_signal;
	logic [1:0] selection;
	logic  out;  
	mux4_1 dut (.out, .in_signal, .selection);     
	integer i;   
	initial begin 
	for(i=0; i<64; i++) begin 
	{selection[1:0], in_signal[3:0]} = i; #10;  
	end    
	end    
endmodule
`timescale 1ns/10ps
module mux8_1(out, in_signal, selection);    
	output logic out;  
	input  logic [7:0] in_signal;
	input logic [2:0] selection;     
	logic  v0, v1; 
	mux4_1 m0(.out(v0), .in_signal(in_signal[3:0]), .selection(selection[1:0]));
	mux4_1 m1(.out(v1), .in_signal(in_signal[7:4]), .selection(selection[1:0]));
	mux2_1 m2(.out(out), .i0(v0),  .i1(v1),  .sel(selection[2]));  
endmodule
module mux8_1_testbench();     
	logic  [7:0] in_signal;
	logic [2:0] selection;
	logic  out;  
	mux8_1 dut (.out, .in_signal, .selection);     
	integer i;   
	initial begin 
	for(i=0; i<2048; i++) begin 
	{selection[2:0], in_signal[7:0]} = i; #10;  
	end    
	end    
endmodule
`timescale 1ns/10ps
module nor_64bit (in, out);
	input logic [63:0] in;
	output logic out;
	logic [15:0] nor_lvl0_out;
	logic [3:0]  nor_lvl1_out;
	nor #0.05 l00 (nor_lvl0_out[0], in[0], in[0+1], in[0+2], in[0+3]);
	nor #0.05 l01 (nor_lvl0_out[1], in[4], in[4+1], in[4+2], in[4+3]);
	nor #0.05 l02 (nor_lvl0_out[2], in[8], in[8+1], in[8+2], in[8+3]);
	nor #0.05 l03 (nor_lvl0_out[3], in[12], in[12+1], in[12+2], in[12+3]);
	nor #0.05 l04 (nor_lvl0_out[4], in[16], in[16+1], in[16+2], in[16+3]);
	nor #0.05 l05 (nor_lvl0_out[5], in[20], in[20+1], in[20+2], in[20+3]);
	nor #0.05 l06 (nor_lvl0_out[6], in[24], in[24+1], in[24+2], in[24+3]);
	nor #0.05 l07 (nor_lvl0_out[7], in[28], in[28+1], in[28+2], in[28+3]);
	nor #0.05 l08 (nor_lvl0_out[8], in[32], in[32+1], in[32+2], in[32+3]);
	nor #0.05 l09 (nor_lvl0_out[9], in[36], in[36+1], in[36+2], in[36+3]);
	nor #0.05 l010 (nor_lvl0_out[10], in[40], in[40+1], in[40+2], in[40+3]);
	nor #0.05 l011 (nor_lvl0_out[11], in[44], in[44+1], in[44+2], in[44+3]);
	nor #0.05 l012 (nor_lvl0_out[12], in[48], in[48+1], in[48+2], in[48+3]);
	nor #0.05 l013 (nor_lvl0_out[13], in[52], in[52+1], in[52+2], in[52+3]);
	nor #0.05 l014 (nor_lvl0_out[14], in[56], in[56+1], in[56+2], in[56+3]);
	nor #0.05 l015 (nor_lvl0_out[15], in[60], in[60+1], in[60+2], in[60+3]);
	and #0.05 l10(nor_lvl1_out[0], nor_lvl0_out[0], nor_lvl0_out[0+1], nor_lvl0_out[0+2], nor_lvl0_out[0+3]);
	and #0.05 l11(nor_lvl1_out[1], nor_lvl0_out[4], nor_lvl0_out[4+1], nor_lvl0_out[4+2], nor_lvl0_out[4+3]);
	and #0.05 l12(nor_lvl1_out[2], nor_lvl0_out[8], nor_lvl0_out[8+1], nor_lvl0_out[8+2], nor_lvl0_out[8+3]);
	and #0.05 l13(nor_lvl1_out[3], nor_lvl0_out[12], nor_lvl0_out[12+1], nor_lvl0_out[12+2], nor_lvl0_out[12+3]);
	and #0.05 l20(out, nor_lvl1_out[0],nor_lvl1_out[1],nor_lvl1_out[2],nor_lvl1_out[3]); 
endmodule
`timescale 1ns/10ps
module nor_64bit_testbench();
	logic [63:0] in;
	logic out;
	nor_64bit dut (.in, .out);
	integer i;   
	initial begin 
	in=64'h0000000000000000; #10;
	in=64'h000000000000000f; #10;
	in=64'hf000000000000000; #10;
	in=64'hfffffffffffffff0; #10;
	in=64'h1111111111111111; #10;    
	end    
endmodule
File: flow/constraint.sdc
current_design alu

set clk_period 47.8
set clk_io_pct 0.2

create_clock -name clk0 -period $clk_period

set non_clock_inputs [all_inputs -no_clocks]
set_input_delay [expr $clk_period * $clk_io_pct] -clock clk0 $non_clock_inputs
set_output_delay [expr $clk_period * $clk_io_pct] -clock clk0 [all_outputs]
File: flow/run.sh
#!/bin/bash
# OpenROAD 26Q1-2900-gdf79404cd8, Yosys 0.63+post, stock flow scripts
make -C /OpenROAD-flow-scripts/flow DESIGN_CONFIG=/design/flow/config.mk WORK_HOME=/design/flow/orfs finish
File: flow/config.mk
export PLATFORM = sky130hd
export DESIGN_NAME = alu
export DESIGN_NICKNAME = alu
export VERILOG_FILES = /design/flow/design.v
export SDC_FILE = /design/flow/constraint.sdc
export NUM_CORES = 4
export LEC_CHECK = 1
export CORE_UTILIZATION = 50
==> job_summary.md <==
### Yosys + OpenROAD results

| Metric | Value |
|---|---|
| Clock buf count | 0 |
| Slew Limit Fails | 0 |
| Core area | 15,150 sq um |
| Crit. End Element | primary output |
| Peak Freq | 0.02135 GHz |
| OpenROAD warnings | 97 |
| PortBufs | 199 |
| Critical Path RT | 38,240 ps |
| CP startpoint kind | primary input |
| P_leak | 5.007 nW |
| Initial antenna violation count | 1 |
| Unrepaired setup endpoints after global routing | no |
| Syn-to-layout area delta | 22.34% |
| Comb. cell area | 6357 sq um |
| Final core utilization | 62.38% |
| FP Rows | 45 |
| Min Tclk post-route | 46,830 ps |
| Data arrival, critical path | 37,270 ps |
| DR vias/cell | 5.262 |
| WL final | 18.78 mm |
| Finished Layout Cells | 1,174 |
| Gp weighted congestion | 0.9027 |
| Final setup vio count | 0 |
| DP Worst Slack | -912.6 ps |
| Total track usage | 25.21% |
| Yosys cell count | 875 |
| Post-synth seq share | 0% |
| Core Util at FP | 50.99% |
| Setup crit start | A[0] |
| CP max stage delay | 570 ps |
| Peak VDD IR | 0.006547 mV |
| Final hold viol count | 0 |
| Post-Syn Instances | 875 |
| Worst Max-Slew Pin Slew | 826.0 ps |
| DR pass1 iterations | 6 |
| Hold_buf cts | 0 |
| Fill cells | 1,234 |
| PnR Total Power | 0.1039 mW |
| Placed Cells | 1,174 |
| Synth Area per Inst | 8.826 sq um |
| Max-Cap Viols | 0 |
| Final setup margin | 965.7 ps |
| CP most frequent cell | fa_1 |
| IO Count | 199 |
| Critical path type | primary input to primary output |
| First-pass GRT wire length | 31.35 mm |
| Max Fanout on Critical Path | 2 |
| Final period utilization | 97.98% |
| Via count | 6,178 |
| Power per cell area | 11.00 nW/um^2 |
| Largest net degree at the start of global routing | 66 |
| Wire length per cell | 16.00 microns |
| Yosys cell types | 31 |
| Synth warnings | 0 |
| DP Wirelength | 14.94 mm |
| Die area | 15,950 sq um |
| DRC viols | 0 |
| Sequential cell count | 0 |
| Most frequent logic cell in the layout | clkdlybuf4s50_1 |
| Post-CTS Repair Setup Buffers | 0 |
| Worst Hold Class | primary input to primary output |
| Iteration-0 DRC Markers | 265 |
| Post-route ant nets | 0 |
| Storage element area | 0 sq um |
| Hold_ws | 20,020 ps |
| CP endpoint | zero |
| Synth Cell Area | 7722 sq um |
| Dominant logic cell types in the final layout | 194 x clkdlybuf4s50_1, 192 x inv_1, 190 x ha_1 |
| Yosys chip area | 7722 sq um |
| Gr ovfl total | 0 |
| Die X | 126.3 microns |
| Status | finished, final reports clean |
| Vias in the first global route | 6,268 |
| ANT cells | 0 |
| Slowest cell on the critical path | or4_1 |
| Max-slew headroom | 44.93% |
| DIE HEIGHT | 126.3 microns |
| Layout cells sized above 1 | 6.592% |
area by class of cell:
cell class,instances,share of cell area [%]
multi-input combinational,574,67.29
inverter,194,7.708
timing repair buffer,218,22.51
tap,188,2.490
power breakdown:
part           internal, mW  total [mW]  switching [mW]  leakage (nW)
sequential                0           0               0             0
combinational        0.0565       0.104          0.0474          5.01
clock                     0           0               0             0
critical path: cells and delay by family:
family | cells | cell delay (ps)
adder cells (fa/ha/maj) | 63 | 25030
buffers and inverters | 3 | 1000
AND/OR/NAND/NOR | 4 | 1110
AND-OR/OR-AND | 1 | 180
multiplexers | 2 | 350
cell families (layout without fill, tap and decap cells):
family	after synthesis	after routing	synth area share, %
AND/OR/NAND/NOR	62	62	4.407
adder cells (fa/ha/maj)	254	254	47.28
AND-OR/OR-AND	132	132	13.12
buffers and inverters	301	412	18.88
multiplexers	125	125	16.20
XOR/XNOR	1	1	0.1134
worst min-delay path by stage:
stage | from | endpoint | slack, ps | cells after the start
6_report | cntrl[0] | result[1] | 20020 | 4
5_1_grt | cntrl[0] | result[1] | 20070 | 4
4_1_cts | cntrl[0] | result[1] | 20040 | 4
metrics by stage:
stage               area (sq um)  TNS (ps)
floorplan                   7724         0
global placement            9356    -699.5
detailed placement          9356    -912.6
CTS                         9400         0
global route                9448         0
finish                      9448         0
per-layer routing:
layer  track usage, %  vias to the layer above  part of all wire [%]
met1            36.66                     2889                    47
met2            41.92                      159                    46
li1                 -                     3122                     -
met3            4.589                        8                   6.7
met4           0.9922                        0                  0.46
met5                0                        -                     0
synth_stat cells:
cell type | instances | share of area, %
inv_1 | 194 | 9.4
ha_1 | 191 | 31
mux2i_1 | 125 | 16
buf_4 | 70 | 6.8
fa_1 | 63 | 16
a21boi_0 | 39 | 3.8
o221ai_1 | 39 | 4.4
nor2_1 | 26 | 1.3
clkbuf_1 | 15 | 0.73
nor4_1 | 15 | 1.2
a211oi_1 | 12 | 1.2
o22ai_1 | 12 | 0.97
a21o_1 | 10 | 0.97
buf_2 | 10 | 0.65
o21a_1 | 10 | 0.97
or2_2 | 10 | 0.81
buf_6 | 7 | 1.0
a21oi_1 | 5 | 0.32
buf_1 | 5 | 0.24
or4_1 | 3 | 0.29
and4_1 | 2 | 0.23
and4b_1 | 2 | 0.26
o21ai_0 | 2 | 0.13
a2bb2oi_1 | 1 | 0.11
nand2b_1 | 1 | 0.081
nand4_1 | 1 | 0.081
nor3_1 | 1 | 0.065
o2111ai_1 | 1 | 0.11
o221a_2 | 1 | 0.15
or3b_2 | 1 | 0.11
xor2_1 | 1 | 0.11
what timing repair did:
action,CTS,global route
pin swaps,4,4
resized,16,15
endpoints found under the setup margin,1,1
gates cloned,0,0
Power and IR drop assume default switching activity.
