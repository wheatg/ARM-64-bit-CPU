==> design.v <==
`timescale 1ns/10ps
module dec2_4_en (out, code, en);
	output logic [3:0] out;
	input logic [1:0] code;
	input logic en;
	logic v0, nv0;
	logic v1,v2;
	or #0.05 go0 (v0, code[1], code[0]);
	not #0.05 gn0 (nv0, v0);
	and #0.05 ga0 (out[0], nv0, en);
	not #0.05 gn1 (v1, code[1]);
	and #0.05 ga1 (out[1], v1, code[0], en);
	not #0.05 gn2 (v2, code[0]);
	and #0.05 ga2 (out[2], code[1], v2, en);
	and #0.05 ga3 (out[3], code[1], code[0], en);
endmodule
module dec2_4_en_testbench();
	logic [3:0] out;
	logic [1:0] code;
	logic en;
	dec2_4_en dut (.out, .code, .en);
	integer i;
	initial begin
	en = 0;
	for(i=0; i<4; i++) begin
	code = i; #10;
	end
	en = 1;
	for(i=0; i<4; i++) begin
	code = i; #10;
	end
	end
endmodule
`timescale 1ns/10ps
module dec3_8_en (out, code, en);
	output logic [7:0] out;
	input logic [2:0] code;
	input en;
	logic v0, v1, v2;
	not #0.05 gn0 (v0, code[2]);
	and #0.05 ga0 (v1, v0, en);
	and #0.05 ga1 (v2, code[2], en);
	dec2_4_en dec1 (.out(out[3:0]), .code(code[1:0]), .en(v1));
	dec2_4_en dec2 (.out(out[7:4]), .code(code[1:0]), .en(v2));
endmodule
module dec3_8_en_testbench();
	logic [7:0] out;
	logic [2:0] code;
	logic en;
	dec3_8_en dut (.out, .code, .en);
	integer i;
	initial begin
	en = 0;
	for(i=0; i<8; i++) begin
	code = i; #10;
	end
	en = 1;
	for(i=0; i<8; i++) begin
	code = i; #10;
	end
	end
endmodule
`timescale 1ns/10ps
module dec5_32_en (out, code, en);
	output logic [31:0] out;
	input logic [4:0] code;
	input logic en;
	logic [3:0] v_en;
	dec2_4_en dec_en (.out(v_en), .code(code[4:3]), .en);
	dec3_8_en dec1 (.out(out[7:0]), .code(code[2:0]), .en(v_en[0]));
	dec3_8_en dec2 (.out(out[15:8]), .code(code[2:0]), .en(v_en[1]));
	dec3_8_en dec3 (.out(out[23:16]), .code(code[2:0]), .en(v_en[2]));
	dec3_8_en dec4 (.out(out[31:24]), .code(code[2:0]), .en(v_en[3]));
endmodule
module dec5_32_en_testbench();
	logic [31:0] out;
	logic [4:0] code;
	logic en;
	dec5_32_en dut (.out, .code, .en);
	integer i;
	initial begin
	en = 0;
	for(i=0; i<32; i++) begin
	code = i; #10;
	end
	en = 1;
	for(i=0; i<32; i++) begin
	code = i; #10;
	end
	end
endmodule
==> run.sh <==
#!/bin/bash
# OpenROAD 26Q1-2900-gdf79404cd8, Yosys 0.63+post, stock flow scripts
make -C /OpenROAD-flow-scripts/flow DESIGN_CONFIG=/design/flow/config.mk WORK_HOME=/design/flow/orfs finish
==> config.mk <==
export PLATFORM = sky130hd
export DESIGN_NAME = dec5_32_en
export DESIGN_NICKNAME = dec5_32_en
export VERILOG_FILES = /design/flow/design.v
export SDC_FILE = /design/flow/constraint.sdc
export NUM_CORES = 4
export LEC_CHECK = 1
export CORE_AREA = 10 10 70 70
export DIE_AREA = 0 0 80 80
==> constraint.sdc <==
current_design dec5_32_en

set clk_period 1.6
set clk_io_pct 0.2

create_clock -name clk0 -period $clk_period

set non_clock_inputs [all_inputs -no_clocks]
set_input_delay [expr $clk_period * $clk_io_pct] -clock clk0 $non_clock_inputs
set_output_delay [expr $clk_period * $clk_io_pct] -clock clk0 [all_outputs]
==> Changelog: implementation <==
### Changed

* Basic Gates by Area at approximately 95%
* Outcome: finished, final reports clean
* Avg Vias per Cell at between 3 and 4
* Crit-path max FO at 4
* Final-layout worst hold slack at 0.985 ns
* Main logic family after synthesis: simple AND/OR/NAND/NOR gates
* Vias after detailed routing at roughly 540
* Row count at 21
* Adder share at 0%
* Number of OpenROAD warnings at 34
* Worst hold path class: in2out
* Minimum clock period at between 1.5 and 2 ns
* RSZ-0062 raised after global routing: true
* MUX area fraction at 0%
* End point of the most critical hold path: out[16]
* Final-report setup violation count at 0
* Required time at the worst-slack endpoint at 1.28 ns
* Crit-path cells: buf_6 -> or4b_4 -> nor2_2 -> clkdlybuf4s15_1
* Utilization of the core after routing at between 20% and 30%
* Core ar. at 3420 um2
* Final WL at 2000 um
* Via count of the first global-routing pass at 599
* Worst rel slew slack at a little over four fifths
* Number of cells in Yosys stat at roughly 47
* Max-area cell share at 51.3%
* Global placer's final weighted congestion at roughly 0.74
* Aggregate global-route resource usage at approximately 6.2%
* Mapped Area at ~230 um2
* Number of top-level pins at 38
* Yosys warning total at 0
* Post-synthesis area per instance at roughly 5 um2
* Most area-hungry cell type in the Yosys netlist: sky130_fd_sc_hd__nor2_1
* Final worst path period share at just under 100%
* Fraction of layout instances using a drive strength above 1 at 46.2%
* Routed length per placed instance at between 10 and 15 um
* First-pass GRT wire length at 3250 um
* Reg area at 0 um2
* Number of iterations in the first detailed-routing pass at 3
* Cell with the largest stage delay on the worst path: sky130_fd_sc_hd__or4b_4
* Number of library cell types mapped by synthesis at 9
* Top cells by area in the synthesized netlist: sky130_fd_sc_hd__nor2_1 51%, sky130_fd_sc_hd__nand4bb_1 14%, sky130_fd_sc_hd__nand4b_1 11%
* Layout clock buffers at 0
* Beginning of the worst hold path: code[1]
* Fmax at 631 MHz
* Die extent in y at about 80 um
* Count of nets left with antenna violations after detail routing at 0
* Compound-Gate Fraction of Synth Area at 0%
* Worst Setup End Kind: primary output
* # DRC at 0
* Peak supply drop at 0.0323 mV
* Yosys chip area at around 230 um2
* Arrival time at the worst endpoint at ~1.3 ns
* Die width at 80 um
* Detailed Place HPWL at between 1000 and 1500 um
* Post-synthesis sequential area ratio at 0%
* Worst Tran Pin Value at about 0.22 ns
* Cells after Synth at 47
* Leading cell type by number of instances after synthesis: sky130_fd_sc_hd__nor2_1
* Post-CTS Hold Buffers at 0
* Input/output buffers at 38
* Final-layout setup total negative slack at 0 ns
* Power density cells at roughly 140 nW/um2
* Number of hold violations in the final report at 0
* Type of the worst setup path: in2out
* Reported max-cap violation count at 0
* Overall overflow remaining after global route at 0
* Commonest cells in the netlist: 32 x sky130_fd_sc_hd__nor2_1, 3 x sky130_fd_sc_hd__clkbuf_1, 3 x sky130_fd_sc_hd__nand4b_1, 3 x sky130_fd_sc_hd__nand4bb_1, 2 x sky130_fd_sc_hd__nand2b_1
* Initial drt markers at 15
* Worst Hold Path Cells at 4
* Floorplan die area at 6400 um2
* Number of sequential storage elements at 0
* Effective utilization at floorplan at slightly below 7%
* Final Max-Slew Violation Tally at 0
* XOR/XNOR Area Share at 0%
* Delay of the slowest cell on the worst path at between 0.5 and 0.6 ns
* Leak pwr at 0.000471 uW
* Antenna diodes at 0
* P&R area growth vs syn at 269%
* Pin count of the biggest net entering global routing at 9
* Antenna violations before repair at 0
* Startpoint types: input pin
==> how the worst max path moves through the flow <==
stage | start | to | cells after the start
after global routing | code[2] | out[19] | 6
final | code[1] | out[0] | 4
after CTS | code[0] | out[0] | 5
==> layout by cell type (no fill, tap or decap) <==
cell                              Yosys  layout
sky130_fd_sc_hd__nand4_1              1       1
sky130_fd_sc_hd__nor2_4               0       1
sky130_fd_sc_hd__nand4b_1             3       3
sky130_fd_sc_hd__nand2_2              0       1
sky130_fd_sc_hd__nor2_1              32      26
sky130_fd_sc_hd__nand2b_4             0       2
sky130_fd_sc_hd__or2_4                0       1
sky130_fd_sc_hd__dlygate4sd2_1        0      23
sky130_fd_sc_hd__buf_4                0      16
sky130_fd_sc_hd__or4b_4               1       1
sky130_fd_sc_hd__nor2_2               0       5
sky130_fd_sc_hd__clkdlybuf4s15_1      0       2
sky130_fd_sc_hd__buf_6                0       8
sky130_fd_sc_hd__buf_2                0      10
sky130_fd_sc_hd__nand4bb_4            0       3
sky130_fd_sc_hd__dlymetal6s2s_1       0       1
==> area by class of cell <==
class / instances / area [um2]
Tap cell: 46 / 57.6
Multi-Input combinational cell: 44 / 312
Fill cell: 371 / 2550
Timing Repair Buffer: 60 / 494
==> kinds of logic (layout without fill, tap and decap cells) <==
kind of cell           after synthesis  after routing
buffers and inverters                3             60
and+or+nand+nor                     44             44
==> repair_timing <==
| item | 4_1_cts | 5_1_grt |
|---|---|---|
| resized | 88 | 7 |
| setup endpoints to repair | 32 | 15 |
| buffers inserted | 20 | 1 |
| pin swaps | 38 | 4 |
==> critical path, delay by kind of cell <==
family	cells	cell delay, ns
buf+inv	2	0.27
simple gates	2	0.67
==> metal layers <==
layer,global-route usage [%],share of wire (%),up-vias
met5,0,0,-
met4,0,0,0
met3,2.39,13,0
met2,11.4,48,20
met1,6.94,38,246
li1,-,-,271
==> through the flow <==
stage	total power [uW]	cell area, um2	worst slack, ns	instances
final	122	863	0.0164	150
after floorplan	25.5	234	0.352	47
after detailed placement	80.3	691	-0.637	132
after global placement	80.0	691	-0.625	132
after CTS	121	858	-0.0725	152
after global routing	133	863	-0.0448	150
==> where the power goes <==
group / internal (uW) / total [uW] / switching (uW) / leakage [uW]
Sequential: 0 / 0 / 0 / 0
Clock: 0 / 0 / 0 / 0
Combinational: 68.6 / 122 / 53.7 / 0.000471
Total: 68.6 / 122 / 53.7 / 0.000471
Power is estimated from default activity; no workload was simulated.
